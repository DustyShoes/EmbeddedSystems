==> ./design.v <==
module inputnSort(
	input 		         		FPGA_CLK1_50,
	input 		    [1:0]		KEY,  
	output		    [3:0]		LED, 
	input 		    [3:0]		SW,  
	input even_clk
);	 
	parameter k	=	4;  
	parameter N	=	4;  
	wire 	clk;
	wire 	reset;	 
	reg 	[k-1:0] 	inp_reg;	 
	reg	[k-1:0] 	reg_out;
	reg inputs_done;  
	assign reset 		= 	KEY[0];
	assign clk              =  	FPGA_CLK1_50;
	assign LED[3:0]         =  	reg_out;
	reg [k-1 : 0] myrows [0 : N-1];	
	integer i;
	reg	[5:0]	counter;  
	reg		mykey;
	reg		key_delay;
	wire		pulses;
	wire		pulse_input;	
	assign pulses		=	mykey ^ key_delay;
	assign pulse_input 	=	pulses & key_delay;
always @(posedge pulse_input) begin  
		if(counter<N) begin  
			myrows[0] <= inp_reg;
			for (i=1; i<N ; i=i+1) begin
				myrows[i] <= myrows[i-1];
			end
		end  
end  
always @(posedge clk or negedge reset) begin
	if(!reset) begin
		inp_reg			<= 4'b0;
		counter[5:0]		<= 5'b0;
		reg_out[3:0]		<= 4'b0;		
	end  
	else begin
		mykey		<=	KEY[1];
		key_delay	<=	mykey;
		if(pulse_input) begin
					counter  <=	counter + 1'b1;		
					if(counter == N+1) begin  
							inputs_done <= 1'b1;
					end		
					if(counter < N) begin
							inp_reg	<=	SW;
							reg_out <=	SW;
							inputs_done <= 0;
					end 
		end  
		if(inputs_done == 1) begin  
			if(even_clk==1'b1) begin			
				for(i=0; i<N ; i=i+2) begin
					if( myrows[i] > myrows[i+1]) begin
					myrows [i+1] <= myrows [i];
					myrows [i] <= myrows [i+1];
					end  
				end  
			end  
			if(even_clk == 1'b0) begin
				for(i=1; i<=N-3 ; i=i+2) begin  
					if( myrows[i] > myrows[i+1]) begin
					myrows [i+1] <= myrows [i];
					myrows [i] <= myrows [i+1];
					end  
				end  
			end  
		end  
	end  
end  
endmodule  
==> ./run.sh <==
#!/bin/bash
# OpenROAD 26Q1-2900-gdf79404cd8, Yosys 0.63+post, stock flow scripts
make -C /OpenROAD-flow-scripts/flow DESIGN_CONFIG=/design/flow/config.mk WORK_HOME=/design/flow/orfs finish
==> ./config.mk <==
export PLATFORM = sky130hd
export DESIGN_NAME = inputnSort
export DESIGN_NICKNAME = inputnSort
export VERILOG_FILES = /design/flow/design.v
export SDC_FILE = /design/flow/constraint.sdc
export NUM_CORES = 4
export LEC_CHECK = 1
export CORE_AREA = 10 10 70 70
export DIE_AREA = 0 0 80 80
==> ./constraint.sdc <==
current_design inputnSort

set clk_period 2.5
set clk_io_pct 0.2

create_clock -name clk0 -period $clk_period [get_ports {FPGA_CLK1_50}]

set non_clock_inputs [all_inputs -no_clocks]
set_input_delay [expr $clk_period * $clk_io_pct] -clock clk0 $non_clock_inputs
set_output_delay [expr $clk_period * $clk_io_pct] -clock clk0 [all_outputs]
==> flow_metrics.tcl <==
# yosys + openroad results
set metrics [dict create \
    clockRootBuffer "clkbuf_4" \
    wirelength_um 812 \
    core_area_mm2 0.00342 \
    cts_hold_repair.buffers 0 \
    number_of_distinct_standard_cells_referenced_by_the_synthesized_netlist 14 \
    drc 0 \
    die_x_um 80 \
    crit_path_start_kind "register" \
    synth-cells-yosys 32 \
    finalWeightedCongestion 0.675 \
    synth-seq-area-share_pct 61.5 \
    fp.dieArea_mm2 0.00640 \
    grt_start_max_net_pins 13 \
    clk_transition_reported_paths_ns 0.07 \
    post_synth_instance_area_um2 504 \
    ys_area_um2 504 \
    cts_setup_buffers 0 \
    synth.ff_latch_count 12 \
    global_route_usage_over_all_layers_pct 2.81 \
    die.size.y_um 80 \
    skew_ns 0.00253 \
    yosysWarnings 2 \
    fmaxAchievable_mhz 627 \
    clockBufferDepth 2 \
    n_antenna_cell 0 \
    whs_ns 0.454 \
    wl_per_cell_um 8.92 \
    lay_top_cells "10 x dfrtp_1, 10 x clkdlybuf4s50_1, 4 x xnor2_1, 4 x mux2_4, 3 x clkbuf_4" \
    floorplan_row_count 21 \
    routed_antenna_nets 0 \
    hold_viol_final 0 \
    postPlaceCellArea_um2 657 \
    status "finished clean" \
    min_period_ns 1.60 \
    cts_made_buffers 3 \
    area_growth_syn_to_layout_pct 37.5 \
    crit_arrival_ns 1.10 \
    post_route_cell_area_um2 693 \
    post_cts.resized_instances 0 \
    max-vdd-ir-drop_mv 0.349 \
    worst_path_largest_cell_delay_ns 0.47 \
    critical_path.endpoint_type "output port" \
    route.vias.total 273 \
    vias_in_the_first_global_route 268 \
    synth.avg_cell_area_um2 15.8 \
    grt_pass1_wl_um 1390 \
    cp.required_ns 2.00 \
    antenna_found_initial 0 \
    leakage_nw 0.279 \
    worst_path_max_delay_cell "clkdlybuf4s50_1" \
    finalSetupViolCount 0 \
    timing.setup.critical_path_class "register to output port" \
    warning_count 26 \
    grt_overflow_total 0 \
    detail_route.iter0.violations 28 \
    final-max-slew-violation-count 0 \
    tightest_slew_ns 0.532 \
    timing.critical_path.fanout_max 2 \
    min-delay-path-class "register to register" \
    crit_path_cell_trace "clkdlybuf4s50_1" \
    report.power.total_mw 0.720 \
    boundaryPins 12 \
    finalCritPeriodShare_pct 63.8 \
    cellPowerDensity_mw_per_mm2 1040 \
    cts.sinks 12 \
    max_transition_margin_pct 64.5 \
    timing.max_cap.violations 0 \
    clock_insertion_delay_worst_skew_ns 0.26 \
    rsz0062_at_grt "false" \
    finalSetupTns_ns 0 \
    detailedRoute.firstPassIterationCount 2 \
    tritoncts "built" \
    fraction_of_final_layout_cells_sized_beyond_drive_strength_1_pct 26.7 \
    io_buffers 10 \
    critPathBufInv 1 \
    post_drt_via_cell_ratio 3.00 \
    initCoreUtil_pct 14.8 \
    worst_path_dominant_cell_family "buffers and inverters" \
    clock_tree.htree_level_count 1 \
    layout.core_utilization_pct 20.3 \
    post_synth_inst_count 32 \
]
## stage by stage
stage,setup WS [ns],cells
after floorplan,1.25,32
after global placement,0.791,87
after detailed placement,0.778,87
after CTS,0.876,91
after global routing,0.818,91
final,0.905,91
## Yosys cell counts
library cell,number,area share (%)
xor2_1,1,1.7
nand2_2,1,1.2
buf_2,1,0.99
edfxtp_1,2,12
ha_1,1,2.5
mux2_4,4,12
nand4_1,2,2.5
mux2_2,1,2.2
xnor2_1,4,6.9
dfrtp_1,10,50
nor2b_1,1,1.2
nand2_1,2,1.5
nor4_4,1,4.2
and3_2,1,1.5
## cells by family (layout without fill, tap and decap cells)
group,Yosys count,count (layout),synth area share [%]
buf+inv,1,14,0.992
xor+xnor,5,5,8.68
fa+ha+maj,1,1,2.48
flops,12,12,61.5
simple gates,8,8,12.2
mux,5,5,14.1
## worst reg2reg max path: stages, from the launching register on
cell and delay [ns]:
edfxtp_1 0.38, nor2b_1 0.45, nand2_2 0.21, mux2_4 0.34
## sequential cells by signal, indices dropped and copies added (netlist names)
signal     cells
reg_out        4
key_delay      1
mykey          1
counter        6
## final cells by class
cell class              instances  area (um2)
clock buffers                   4        36.3
fillers                       369        2720
multi-input cells              19         189
flip-flops and latches         12         310
well taps                      46        57.6
repair buffers                 10         100
## power breakdown
group / switching, mW / total [mW] / internal (mW)
clock: 0.0605 / 0.149 / 0.0883
sequential: 0.0749 / 0.353 / 0.278
combinational: 0.0495 / 0.218 / 0.168
total: 0.185 / 0.720 / 0.535
## layer usage
metal	wire, um	global-route usage, %	vias up
met4	4	0.176	0
met1	385	3.51	124
li1	-	-	139
met2	323	3.69	8
met5	0	0	-
met3	99	2.50	2
## final timing paths
check | to | from | slack [ns] | cells past startpoint
min reg2reg | key_delay | mykey | 0.45 | 0
min | key_delay | mykey | 0.45 | 0
max | LED[1] | reg_out[1] | 0.90 | 1
max in group asynchronous | reg_out[0] | KEY[0] | 1.58 | 1
max reg2reg | reg_out[0] | mykey | 1.01 | 3
min in group asynchronous | counter[3] | KEY[0] | 0.58 | 1
No activity file was given, so power comes from the tool's default toggle rates.
