==> /design/flow/design.v <==
module fourInputBits(
	input 		         		FPGA_CLK1_50,
	input 		    [1:0]		KEY,  
	output		    [4:0]		LED, 
	input 		    [3:0]		SW  
);	 
	parameter n	=	4;  
	parameter N	=	3;  
	wire 	clk;
	wire 	reset;	 
	reg 	[n-1:0] 	inp_reg;	 
	reg	[n-1:0] 	reg_out;
	assign reset 		= 	KEY[0];
	assign clk              =  	FPGA_CLK1_50;
	assign LED[3:0]         =  	reg_out;
	reg [n-1 : 0] myrows [0 : N-1];	
	integer i;
	reg	[5:0]	counter;  
	reg		key;
	reg		key_delay;
	wire		pulses;
	wire		pulse_input;	
	assign pulses		=	key ^ key_delay;
	assign pulse_input 	=	pulses & key_delay;
	reg inputs_done;  
always @(posedge pulse_input) begin  
		if(counter<N) begin  
			myrows[0] <= inp_reg;
			for (i=1; i<N ; i=i+1) begin
				myrows[i] <= myrows[i-1];
			end
		end  
end  
always @(posedge clk or negedge reset) begin
	if(!reset) begin
		inp_reg			<= 4'b0;
		counter[5:0]		<= 5'b0;
		reg_out[3:0]		<= 4'b0;		
	end  
	else begin
		key		<=	KEY[1];
		key_delay	<=	key;
		if(pulse_input) begin
					counter  <=	counter + 1'b1;		
					if(counter == N)  
							counter	<=	4'b0;
					if(counter < N) begin
							inp_reg	<=	SW;
							reg_out <=	SW;
					end 
		end  
	end  
end  
endmodule  
==> /design/flow/run.sh <==
#!/bin/bash
# OpenROAD 26Q1-2900-gdf79404cd8, Yosys 0.63+post, stock flow scripts
make -C /OpenROAD-flow-scripts/flow DESIGN_CONFIG=/design/flow/config.mk WORK_HOME=/design/flow/orfs finish
==> /design/flow/config.mk <==
export PLATFORM = sky130hd
export DESIGN_NAME = fourInputBits
export DESIGN_NICKNAME = fourInputBits
export VERILOG_FILES = /design/flow/design.v
export SDC_FILE = /design/flow/constraint.sdc
export NUM_CORES = 4
export LEC_CHECK = 1
export CORE_AREA = 10 10 70 70
export DIE_AREA = 0 0 80 80
==> /design/flow/constraint.sdc <==
current_design fourInputBits

set clk_period 1.7
set clk_io_pct 0.2

create_clock -name clk0 -period $clk_period [get_ports {FPGA_CLK1_50}]

set non_clock_inputs [all_inputs -no_clocks]
set_input_delay [expr $clk_period * $clk_io_pct] -clock clk0 $non_clock_inputs
set_output_delay [expr $clk_period * $clk_io_pct] -clock clk0 [all_outputs]
==> flow_summary_export.csv <==
group,metric,value,unit
run_status,status,"complete, no violations",
setup_path,worstPathCellList,"clkdlybuf4s50_1",
synth,synthTopLogicFamily,"simple AND/OR/NAND/NOR gates",
clock_network,cts_buffers,3,
clock_network,postCtsSetupBuffers,0,
clock_network,clock_sinks,12,
run,cap_violations,0,
synth,ys_cells,38,
floorplan,core_area,0.00342,mm²
final_timing,min_period,1450,ps
power_and_ir_drop,p_int,586,µW
synth,ys_types,19,
route,wl,958,µm
power_and_ir_drop,p_sw,199,µW
setup_path,cp_max_fo,2,
setup_path,path_buffers,1,
route,dr.pass1.iters,4,
floorplan,die_x,80,µm
grt,grt_pass1_wl,1.59,mm
route,detail_route.wl_per_cell,9.78,µm
power_and_ir_drop,p_leak,0.317,nW
grt,grt_util_met3,0.0170,
placement,dp_hpwl,766,µm
clock_network,hold_buffers,0,
run,warnings,25,
grt,antenna_found_initial,0,
route,antenna_left,0,
final_timing,fmax,689,MHz
synth,ys_chip_area,549,µm²
setup_path,start_kind,"register",
final_timing,hold_slack,320,ps
synth,ys_ff,12,
synth,seq_area_frac_synth,0.565,
synth,top_area_cell,"dfrtp_1",
final_timing,rsz0062_at_grt,"false",
floorplan,pin_count,12,
clock_network,clkLatencyLatePin,270,ps
hold_path,hp-class,"input port to async pin",
route,drtIter0Drc,6,
placement,io_buffers,10,
grt,overflow,0,
power_and_ir_drop,power,785,µW
final_timing,setup_viol,0,
setup_path,slowest_stage,"clkdlybuf4s50_1",
cells_and_area,area_growth,33.5,%
power_and_ir_drop,sw_frac_of_total,0.253,
floorplan,die_h,80,µm
setup_path,crit_arrival,1110,ps
placement,place_ws,278,ps
final_timing,maxSlewViolCount,0,
setup_path,cp.required,1360,ps
floorplan,rows,21,
route,n_antenna_cell,0,
route,drc,0,
grt,grt_use_met1,0.0351,
clock_network,root_buffer,"clkbuf_4",
clock_network,worst_setup_hold_path_clk_slew,80,ps
synth,ys_sh_simple,0.191,
final_timing,worst_slack,249,ps
setup_path,critical_path_class,"register to primary output",
synth,synthCells,38,
power_and_ir_drop,p_comb_frac,0.260,
route,vias,344,
grt,grt_pass1_vias,361,
synth,mux_share,0.109,
clock_network,cts_tree,"built",
power_and_ir_drop,clock_power_share,0.233,
clock_network,cts_resized,0,
synth,top_cells_by_area,"dfrtp_1, edfxtp_1, mux2_4",
setup_path,r2r_slack,270,ps
cells_and_area,drive_gt1_frac,0.231,
placement,gp_congestion,0.742,
grt,grt_busiest_layer,"met2",
final_timing,finalHoldViolations,0,
clock_network,clockBufferDepth,2,
power_and_ir_drop,p_seq_frac,0.507,
floorplan,fp_util,0.161,
synth,compound_area_frac,0.0433,
grt,globalRouteTotalUtil,0.0307,
setup_path,crit_family,"buffers and inverters",
setup_path,max_stage_delay,470,ps
synth,ys_sh_xor,0.0478,
route,viasPerCell,3.51,
synth,yosysWarnings,3,
setup_path,cp-end-kind,"primary output",
synth,fa_ha_area_frac,0.0228,
grt,grt_max_degree,8,
final_timing,min_period_over_period,0.854,
synth,top_area_frac,0.456,
cells_and_area,regArea,310,µm²
synth,syn_area_per_cell,14.5,µm²
synth,syn_area,549,µm²
clock_network,h-tree-depth,1,
final_timing,fin_tns_setup,0,ps
cells_and_area,n_fill_cell,387,
final_timing,clock_skew,0.734,ps
floorplan,die_area,0.00640,mm²
grt,gr-usage-met2,0.0482,
power_and_ir_drop,peakVddDrop,0.322,mV
power_and_ir_drop,p_per_area,1070,mW/mm²
cells_and_area,comb_area,231,µm²
-- worst paths after layout --
| path | start | to | cells past startpoint |
|---|---|---|---|
| worst max-delay path | reg_out[1]$_DFFE_PN0P_ | LED[1] | 1 |
| worst min-delay path | KEY[0] | counter[5]$_DFFE_PN0P_ | 1 |
| worst max register to register | counter[2]$_DFFE_PN0P_ | reg_out[2]$_DFFE_PN0P_ | 3 |
| worst min register to register | key$_DFFE_PP_ | key_delay$_DFFE_PP_ | 0 |
| max in group asynchronous | KEY[0] | reg_out[0]$_DFFE_PN0P_ | 2 |
| min in group clk0 | key$_DFFE_PP_ | key_delay$_DFFE_PP_ | 0 |
-- routing by layer --
| layer | vias up | share of wire |
|---|---|---|
| met3 | 2 | 0.082 |
| met5 | - | 0 |
| met4 | 0 | 0.015 |
| li1 | 166 | - |
| met2 | 9 | 0.47 |
| met1 | 167 | 0.43 |
-- layout by cell type, fill, tap and decap left out --
cell / count
a211oi_1: 1
a21o_1: 1
a21o_2: 1
and2b_1: 1
and3_2: 1
buf_4: 1
clkbuf_4: 3
clkdlybuf4s50_1: 10
clkinv_1: 1
conb_1: 1
dfrtp_1: 10
edfxtp_1: 2
ha_1: 1
mux2_4: 4
nand2_1: 3
nand2b_1: 1
nand3b_1: 1
nand3b_4: 1
nand4_1: 3
nor3_1: 1
nor4_4: 1
xnor2_1: 3
-- flip-flops by register name (all words and copies together), names as in the netlist --
name and count:
key_delay 1, reg_out 4, counter 6, key 1
-- Yosys cell counts --
library cell,number
nor3_1,1
a211oi_1,1
ha_1,1
nand2b_1,1
dfrtp_1,10
edfxtp_1,2
and2b_1,1
nand3b_4,1
nand2_1,3
nand4_1,3
nor4_4,1
mux2_4,4
and3_2,1
buf_4,1
nand3b_1,1
a21o_2,1
xnor2_1,3
conb_1,1
a21o_1,1
-- kinds of logic after synthesis --
group,after synthesis
compound gates,3
simple gates,13
fa+ha+maj,1
flops,12
mux,4
other cells,1
buf+inv,1
xor+xnor,3
-- power groups by stage --
stage         logic (mW)  clock network, mW  registers (mW)
CTS                0.210              0.191           0.399
global route       0.226              0.200           0.407
finish             0.204              0.183           0.398
-- final cells by class --
class | count | share of cell area
flip-flops and latches | 12 | 0.423
multi-input cells | 25 | 0.316
repair buffers | 11 | 0.147
well taps | 46 | 0.0785
clock buffers | 3 | 0.0307
clock inverters | 1 | 0.00512
-- worst register-to-register path: cells and delay by family, from the launching register on --
kind          cells  cell delay [ps]
flops             1              460
mux               1              320
simple gates      2              550
-- metrics by stage --
stage | std cells | utilization | cell area, µm²
2_1_floorplan | 38 | - | 549
3_3_place_gp | 94 | 0.207 | 707
3_5_place_dp | 94 | 0.207 | 707
4_1_cts | 98 | 0.215 | 733
5_1_grt | 98 | 0.215 | 733
6_report | 98 | 0.215 | 733
Power figures rest on the tool's default switching activity, not on a simulated workload.
